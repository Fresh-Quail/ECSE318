===== flow/run.sh =====
#!/bin/bash
# OpenROAD 26Q1-2900-gdf79404cd8, Yosys 0.63+post, stock flow scripts
make -C /OpenROAD-flow-scripts/flow DESIGN_CONFIG=/design/flow/config.mk WORK_HOME=/design/flow/orfs finish

===== flow/config.mk =====
export PLATFORM = sky130hd
export DESIGN_NAME = ALU
export DESIGN_NICKNAME = ALU
export VERILOG_FILES = /design/flow/design.v
export SDC_FILE = /design/flow/constraint.sdc
export NUM_CORES = 4
export LEC_CHECK = 1
export CORE_AREA = 10 10 85 85
export DIE_AREA = 0 0 95 95

===== flow/constraint.sdc =====
current_design ALU

set clk_period 11.0
set clk_io_pct 0.2

create_clock -name clk0 -period $clk_period

set non_clock_inputs [all_inputs -no_clocks]
set_input_delay [expr $clk_period * $clk_io_pct] -clock clk0 $non_clock_inputs
set_output_delay [expr $clk_period * $clk_io_pct] -clock clk0 [all_outputs]

===== flow/design.v =====
module PGgenerator(A, B, P, G);
  input A,B;
  output P, G;
  and #10 gen(G,A,B);
  xor #10 pro(P,A,B);
endmodule
module carryGenerateBlock(
    input [3:0] P, G,   
    input Cin,          
    output [3:1] Cout      
);  
    wire c1_result;
    and #10 c1_wire(c1_result, Cin, P[0]);
    or #10  first_carry(Cout[1], c1_result, G[0]);
    wire [1:0] c2_result;
    and #10 c2_1st_wire(c2_result[0], P[1], P[0], Cin);
    and #10 c2_2st_wire(c2_result[1], P[1], G[0]);
    or #10 second_carry(Cout[2], c2_result[1], c2_result[0],G[1]);
    wire [2:0] c3_result;
    and #10 c3_1st_wire(c3_result[0], P[2], P[1], P[0], Cin);
    and #10 c3_2st_wire(c3_result[1], P[2], P[1], G[0]);
    and #10 c3_3rd_wire(c3_result[2], P[2], G[1]);
    or #10 third_carry(Cout[3], c3_result[2], c3_result[1], c3_result[0], G[2]);
endmodule
module sumGenerator(
    input [3:0] A, B,   
    input Cin,          
    output [3:0] sum,   
    output Cout_final         
);
    wire [3:0] P, G;    
    wire [3:1] Cout;  
    PGgenerator pg0 (.A(A[0]), 
                    .B(B[0]), 
                    .P(P[0]), 
                    .G(G[0]));
    PGgenerator pg1 (.A(A[1]), 
                    .B(B[1]), 
                    .P(P[1]), 
                    .G(G[1]));
    PGgenerator pg2 (.A(A[2]), 
                    .B(B[2]),
                    .P(P[2]), 
                    .G(G[2]));
    PGgenerator pg3 (.A(A[3]), 
                    .B(B[3]), 
                    .P(P[3]), 
                    .G(G[3]));     
    carryGenerateBlock cla(
        .P(P),
        .G(G),
        .Cin(Cin),
        .Cout(Cout)
    );
    xor #10 sum_0(sum[0], P[0], Cin);
    xor #10 sum_1(sum[1], P[1], Cout[1]);
    xor #10 sum_2(sum[2], P[2], Cout[2]);
    xor #10 sum_3(sum[3], P[3], Cout[3]);
    wire [3:0] c4_result;
    and #10 c4_1st_wire(c4_result[0], P[3], P[2], P[1], P[0], Cin);
    and #10 c4_2st_wire(c4_result[1], P[3], P[2], P[1], G[0]);
    and #10 c4_3rd_wire(c4_result[2], P[3], P[2], G[1]);
    and #10 c4_4th_wire(c4_result[3], P[3],G[2]);
    or #10 fourth_carry(Cout_final, c4_result[3], c4_result[2], c4_result[1], c4_result[0], G[3]);
endmodule
module ALU(A, B, CODE, CIN, COE, C, VOUT, COUT);
input [15:0] A, B;
input [2:0] CODE;
input CIN, COE; 
output [15:0] C;
output COUT;
output VOUT;
wire [3:0] cla_cout;
wire [15:0] Bop;
reg VOUT, COUT;
assign Bop = CODE[2] ? (CODE[0] ? 16'hFFFF : 16'h0001) : B[15:0] ^ {16{CODE[1]}};
sumGenerator cla_0(.A(A[3:0]), .B(Bop[3:0]), .Cin(CODE[1]), .sum(C[3:0]), .Cout_final(cla_cout[0]) ); 
sumGenerator cla_1(.A(A[7:4]), .B(Bop[7:4]), .Cin(cla_cout[0]), .sum(C[7:4]), .Cout_final(cla_cout[1]) );
sumGenerator cla_2(.A(A[11:8]), .B(Bop[11:8]), .Cin(cla_cout[1]), .sum(C[11:8]), .Cout_final(cla_cout[2]) );
sumGenerator cla_3(.A(A[15:12]), .B(Bop[15:12]), .Cin(cla_cout[2]), .sum(C[15:12]), .Cout_final(cla_cout[3]) );
always @(A or B or CODE or CIN or COE) begin
    case(CODE[2:0])
        3'b000: begin
            COUT = COE ? 1'bx : cla_cout[3];
            VOUT = (A[15] & Bop[15] & (~C[15])) | ((~A[15] & ~Bop[15]) & C[15]);
        end
        3'b001: begin
            COUT = COE ? 1'bx : cla_cout[3];
            VOUT = COUT;
        end
        3'b010: begin
            COUT = COE ? 1'bx : cla_cout[3];
            VOUT = (A[15] & Bop[15] & (~C[15])) | ((~A[15] & ~Bop[15]) & C[15]);
        end
        3'b011: begin
            COUT = COE ? 1'bx : cla_cout[3];
            VOUT = ~COUT;
        end
        3'b100: begin
            COUT = COE ? 1'bx : cla_cout[3];
            VOUT = (A[15] & Bop[15] & (~C[15])) | ((~A[15] & ~Bop[15]) & C[15]);
        end
        3'b101: begin
            COUT = COE ? 1'bx : cla_cout[3];
            VOUT = (A[15] & Bop[15] & (~C[15])) | ((~A[15] & ~Bop[15]) & C[15]);
        end
    endcase
end
endmodule

==> flow_summary.toml <==
# generated from flow reports
[placement]
dp_cells = 276
gp_congestion = 0.738
hpwl_mm = 2.76
port_buffers = 53

[job]
maxCapViolCount = 0
tool_warnings = 35

[power_and_ir_drop]
clkPwrFrac = 0
pwr-share-seq = 0.009
p_sw_frac = 0.374
power_frac_comb = 0.991
p_int_mw = 0.0749
ir_drop_mv = 0.0321
switching_power_mw = 0.0448
powerDensity_mw_per_mm2 = 68.8
p_leak_nw = 0.762

[detailed_routing]
vias = 1150
drt_first_pass_iters = 4
drt_iter0_drc = 21
ant_nets = 0
wl_met1_mm = 1.49
routed_wl_mm = 3.28
top_layer = "met3"
viasPerCell = 4.17
wl_per_cell_um = 11.9
wl_met3_um = 294
antenna_cells_inserted = 0
route.met2.wl_mm = 1.50
drcViolationCount = 0

[synth]
top_cell_area_share = 0.191
netlist_area_mm2 = 0.00112
yosysUniqueCellTypes = 36
synthesis.instances = 153
synth-area-yosys_mm2 = 0.00112
topCellsByArea = "ha_1 19%, xor2_1 16%, nor2_1 11%"
synth_stat.cells = 153
yosysWarnings = 1
syn_avg_cell_area_um2 = 7.29
largest_area_cell = "ha_1"
numSynthFlops = 2

[floorplan]
fp_util = 0.204
chipArea_mm2 = 0.00903
die_h_um = 95
dieWidth_um = 95
rows = 27
core_mm2 = 0.00547
io_pins = 55

[sta]
fmax_mhz = 126
hold_ws_ps = 5510
post-route-period-util = 0.720
untimed_endpoints = 4
slew_violations = 0
period_minus_slack_ps = 7920
hold_violations = 0
max_slew.worst_pin.slew_ps = 335
rsz0062_at_grt = "no"
unclocked_regs = 2
finalSetupTns_ps = 0
setup_viol = 0
relSlewSlack = 0.777

[grt]
grt_max_degree = 22
grt-ovfl-total = 0
grt_pass1_wl_mm = 5.46
grt_usage = 0.0724
grt_pass1_vias = 1175
antenna_found_initial = 0

[final_layout]
lay_top_cells = "53 x clkdlybuf4s50_1, 34 x nor2_1, 20 x xor2_1"
final_core_util = 0.318
syn_to_final_growth_pct = 55.8
fin_cells = 276
seqCellArea_um2 = 30.0
comb_area_mm2 = 0.00101
drive_gt1_frac = 0.0441
fillerInstances = 603
lay_top_count = "clkdlybuf4s50_1"

[setup_path]
critPathKind = "in -> out"
cp_slowest_cell = "clkdlybuf4s50_1"
path_cells = "clkdlybuf4s50_1 -> buf_4 -> nor2b_1 -> buf_4 -> nor2_1 -> ha_1 -> o21ai_0 -> nor4_1 -> nor2_1 -> nand2_1 -> a211oi_1 -> fa_1 -> inv_1 -> clkdlybuf4s50_1"
critPathArrivalTime_ps = 5720
required_ps = 8800
end_kind = "output pin"
startpoint_type = "input pin"
cp_max_fo = 19
cpPeakStageDelay_ps = 460

[cts]
post_cts_resized = 0
cts_hold_buf = 0
postCtsSetupBuffers = 0

[outcome]
status = "finished, final reports clean"

[hold_path]
hold_path_class = "in -> out"
-- cells in the mapped netlist (all sizes together) --
master,count
o311ai,1
mux2i,3
a31o,1
and4,1
a21oi,6
ha,17
nand2b,3
o21a,2
inv,15
a21o,2
nor3,1
nand3b,1
a2111o,1
dlxtn,2
xnor2,8
or3,1
xor2,20
or3b,1
nor2,34
o21ai,4
o221a,1
fa,4
nand3,3
nand2,4
nor2b,2
a211o,1
o21bai,3
clkbuf,3
a211oi,3
buf,2
nor4,1
and4b,1
and2,1
-- sequential cells by signal (all words and copies together) (netlist names) --
signal	cells
COUT	1
VOUT	1
-- worst paths after layout --
kind,start,slack [ps],to,cells past startpoint
worst min-delay path,A[4],5510,C[4],5
worst max-delay path,CODE[2],3080,C[12],14
-- worst max-delay path: cells and delay by family --
kind | cells | cell delay, ps
buf+inv | 5 | 1430
fa+ha+maj | 2 | 770
compound gates | 2 | 540
simple gates | 5 | 760
-- power by group through the flow --
stage	Sequential (mW)	Clock (mW)	Combinational, mW
4_1_cts	0.00104	0	0.122
5_1_grt	0.00108	0	0.134
6_report	0.00104	0	0.119
-- stage by stage --
step | worst slack (ps) | cell area, µm² | power, mW
floorplan | 4040 | 1120 | 0.0602
global placement | 2970 | 1740 | 0.122
detailed placement | 3010 | 1740 | 0.122
CTS | 3000 | 1740 | 0.123
global route | 2710 | 1740 | 0.135
finish | 3080 | 1740 | 0.120
-- per-layer routing --
metal | up-vias | track usage
li1 | 617 | -
met3 | 0 | 0.0208
met4 | 0 | 0
met5 | - | 0
met1 | 503 | 0.0939
met2 | 30 | 0.124
-- area by class of cell --
cell class                      count  share of cell area
Inverter                           15              0.0324
Multi-Input combinational cell    131               0.581
Sequential cell                     2              0.0173
Tap cell                           72              0.0518
Timing Repair Buffer               56               0.318
-- cells by family (layout without fill, tap and decap cells) --
group,after synthesis,in the layout,synth area share
simple gates,54,54,0.231
xor+xnor,28,28,0.220
compound gates,25,25,0.165
fa+ha+maj,21,21,0.262
buf+inv,20,71,0.0684
mux,3,3,0.0269
latches,2,2,0.0269
Power is estimated from default activity; no workload was simulated.
